`flow/config.mk`:
```
export PLATFORM = sky130hd
export DESIGN_NAME = alu
export DESIGN_NICKNAME = alu
export VERILOG_FILES = /design/flow/design.v
export SDC_FILE = /design/flow/constraint.sdc
export NUM_CORES = 4
export LEC_CHECK = 1
export CORE_AREA = 10 10 70 70
export DIE_AREA = 0 0 80 80
```
`flow/constraint.sdc`:
```
current_design alu

set clk_period 2.3
set clk_io_pct 0.2

create_clock -name clk0 -period $clk_period

set non_clock_inputs [all_inputs -no_clocks]
set_input_delay [expr $clk_period * $clk_io_pct] -clock clk0 $non_clock_inputs
set_output_delay [expr $clk_period * $clk_io_pct] -clock clk0 [all_outputs]
```
`flow/design.v`:
```
module adder (
	input logic [1:0] a,
	input logic [1:0] b,
	input logic ci,
	output logic [1:0] sum
	);
	logic c1;
	logic c2;
	assign {sum[0], c1} = a[0] + b[0] + ci;
	assign {sum[1], c2} = a[1] + b[1] + c1;
endmodule
module alu(
	input logic [1:0] a,
	input logic [1:0] b,
	input logic ci, 
	input logic [2:0] op, 
	output logic [1:0] y, 
	output logic equal
	);
	logic [1:0] sum;
	logic [1:0] diff;
	adder add (
	.a(a),
	.b(b),
	.ci(ci),
	.sum(sum)
	);
	substract sub (
	.a(a),
	.b(b),
	.bi(ci),
	.diff(diff)
	);
	always_comb begin
		equal = 0;
		case(op)
		3'b000: begin
			y = sum;
		end
		3'b001: begin
			y = diff;
		end
		3'b010: begin
			y = a & b;
		end
		3'b011: begin
			y = a | b;
		end
		3'b100: begin
			y = a ^ b;
		end
		3'b101: begin
			y = 2'b00;
			equal = (a == b);
		end
		default: begin
			y = 2'b00;
			equal = 0;
		end
		endcase
	end
endmodule
module substract(
	input logic [1:0] a,
	input logic [1:0] b,
	input logic bi,
	output logic [1:0] diff
	);
	logic b1;
	logic b2;
	assign {diff[0], b1} = a[0] - b[0] - bi;
	assign {diff[1], b2} = a[1] - b[1] - b1;
endmodule
```
`flow/run.sh`:
```
#!/bin/bash
# OpenROAD 26Q1-2900-gdf79404cd8, Yosys 0.63+post, stock flow scripts
make -C /OpenROAD-flow-scripts/flow DESIGN_CONFIG=/design/flow/config.mk WORK_HOME=/design/flow/orfs finish
```
==> run_results.csv <==
group,metric,value,unit
logic_synthesis,synth_top_cell_by_count,"inv_1",
drt,vias_per_cell,2.978,
critical_path,critPathCapture,"y[1]",
critical_path,path_max_fanout,2,
logic_synthesis,yosys_warnings,1,
logic_synthesis,syn_area,274.0,µm²
global_route,grtUsageMet3,2.273,%
final_layout,syn2layout_area_growth,73.52,%
critical_path,path_buffers,2,
sta,min_period,2.473,ns
job,drv_cap,0,
power,power.density,165.2,mW/mm²
sta,hold_viol,0,
placement,dpl-instance-area,475.5,µm²
floorplan,ios,11,
final_layout,fill_cells,400,
logic_synthesis,synth_cells,31,
logic_synthesis,synth_cell_types,15,
critical_path,critPathLaunch,"b[0]",
logic_synthesis,synth.area.top_cells,"ha_1, fa_1, inv_1, o22ai_2, mux2i_1",
drt,drtIter0Drc,2,
worst_hold_path,min_path_type,"in -> out",
logic_synthesis,top_area_share,27.40,%
status,status,"finished, violations left",
critical_path,endpoint_kind,"primary output",
critical_path,critical_path_required,1.84,ns
critical_path,cpMaxStageDelayCell,"fa_1",
logic_synthesis,ys_seq_share,0,%
logic_synthesis,synth.avg_cell_area,8.839,µm²
critical_path,path_class,"in -> out",
floorplan,initial_core_util,8.022,%
final_layout,regArea,0,µm²
global_route,grt_pass1_wl,1.269,mm
global_route,antenna_found_initial,0,
drt,vias,277,
floorplan,die_area,0.006400,mm²
critical_path,cp_slowest_stage_delay,0.51,ns
logic_synthesis,top_cells_by_count,"inv_1, ha_1",
global_route,met2_usage,2.648,%
worst_hold_path,min_path_cells,5,
floorplan,core_region_area,0.003416,mm²
drt,antennaDiodeCount,0,
sta,finalCritPeriodShare,107.5,%
global_route,grt_max_degree,8,
sta,setup-tns-final,-0.1728,ns
placement,port_buffers,11,
drt,drc_errors,0,
sta,maxSlewHeadroom,81.36,%
drt,first_pass_iters,3,
final_layout,clock_buffers,0,
global_route,globalRoute.busiestLayer,"met1",
job,warnings,37,
floorplan,die_w,80,µm
final_layout,flops,0,
logic_synthesis,yosysTopAreaCell,"ha_1",
critical_path,crit_path_start_kind,"input port",
sta,final_max_slew_viol_count,0,
global_route,grt_pass1_vias,296,
sta,finalSetupViolCount,1,
drt,postRouteAntennaNets,0,
sta,max_freq,0.4044,GHz
critical_path,path_cells,"buf_6 > fa_1 > ha_1 > a21oi_1 > o311a_1 > o22ai_2 > buf_2",
global_route,grt_overflow,0,
logic_synthesis,yosys_cells,31,
clock_network,hold_buffers,0,
sta,fin_ws,-0.1728,ns
critical_path,cp.arrival,2.01,ns
sta,rsz0062_at_grt,"yes",
placement,hpwl,672.9,µm
global_route,grt_use_met1,3.457,%
status,violations,"setup timing",
power,leakagePower,0.0002181,µW
final_layout,drive_above_1_share,36.17,%
drt,wire_per_inst,7.925,µm
critical_path,crit_family,"adder cells",
sta,hold_slack,1.488,ns
power,ir_drop,0.00006787,V
sta,tightest_slew,0.2797,ns
drt,wirelength,737,µm
critical_path,crit_cells,7,
logic_synthesis,synth_chip_area,274.0,µm²
global_route,grt_usage,2.432,%
floorplan,die_y,80,µm
clock_network,post-cts-setup-buffers,0,
placement,place_congestion,0.8200,
floorplan,row_count,21,
final_layout,finish.instance_area,475.5,µm²
placed cells by master, fill, tap and decap left out:
cell type        count
buf_2                2
mux2i_1              2
dlygate4sd2_1        4
nor2_1               1
ha_1                 5
a211oi_2             1
nand2_1              1
clkdlybuf4s50_1      2
buf_4                6
nand3b_1             2
nand2b_1             1
ha_4                 1
clkbuf_2             1
and4b_2              1
inv_2                1
fa_1                 2
buf_6                2
o22ai_2              2
o311a_1              1
a21oi_1              2
o22a_1               1
inv_1                6
metrics by stage:
step,instances,util (%),setup slack (ns),total power (µW)
after global placement,93,13.92,-0.9311,76.79
final,93,13.92,-0.1728,78.54
after CTS,93,13.92,-0.2096,77.43
after detailed placement,93,13.92,-0.9594,80.33
after floorplan,31,-,0.1735,37.24
after global routing,93,13.92,-0.2428,89.70
area by class of cell:
type / instances / area, µm² / area share (%)
timing repair buffer: 17 / 137.6 / 28.95
inverter: 7 / 26.28 / 5.526
multi-input combinational: 23 / 254.0 / 53.42
tap: 46 / 57.56 / 12.11
kinds of logic after synthesis:
kind of cell	synth area share [%]
adder cells (fa/ha/maj)	42.01
buffers and inverters	13.70
AND-OR/OR-AND	22.37
AND/OR/NAND/NOR	14.61
multiplexers	7.306
power by group:
| group | switching, µW | total (µW) | leakage, µW | internal [µW] |
|---|---|---|---|---|
| clock network | 0 | 0 | 0 | 0 |
| registers | 0 | 0 | 0 | 0 |
| logic | 35.0 | 78.5 | 0.000218 | 43.6 |
| total | 35.0 | 78.5 | 0.000218 | 43.6 |
layer usage:
metal / wire (µm) / share of wire [%]
met4: 0 / 0
met3: 135 / 18
met1: 404 / 55
met2: 197 / 27
met5: 0 / 0
worst min-delay path by stage:
stage	startpoint	endpoint	slack [ns]
global route	a[1]	y[1]	1.53
finish	a[1]	y[1]	1.49
CTS	op[2]	y[1]	1.60
repair_timing:
| action | in CTS | in global routing |
|---|---|---|
| pin swaps | 5 | 6 |
| endpoints found under the hold margin | 0 | 0 |
| gates resized | 25 | 2 |
| setup endpoints to repair | 3 | 2 |
tightest hold or removal path: stages:
cell,delay [ns]
clkbuf_2,0.13
a211oi_2,0.07
a21oi_1,0.17
o22ai_2,0.09
buf_2,0.11
Power and IR drop assume default switching activity.
