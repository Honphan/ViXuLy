**./config.mk**
```make
export PLATFORM = sky130hd
export DESIGN_NAME = clk_divider
export DESIGN_NICKNAME = clk_divider
export VERILOG_FILES = /design/flow/design.v
export SDC_FILE = /design/flow/constraint.sdc
export NUM_CORES = 4
export LEC_CHECK = 1
export CORE_AREA = 10 10 84 84
export DIE_AREA = 0 0 94 94
```
**./constraint.sdc**
```tcl
current_design clk_divider

set clk_period 5.0
set clk_io_pct 0.2

create_clock -name clk0 -period $clk_period [get_ports {clk_in}]

set non_clock_inputs [all_inputs -no_clocks]
set_input_delay [expr $clk_period * $clk_io_pct] -clock clk0 $non_clock_inputs
set_output_delay [expr $clk_period * $clk_io_pct] -clock clk0 [all_outputs]
```
**./design.v**
```verilog
module clk_divider(input logic clk_in,
	                output logic clk_out);
		logic [23:0] counter  = 24'd0;
		always_ff @ (posedge clk_in) begin
			if (counter == 24'd6000000) begin
				counter <= 24'd0;
				clk_out <= ~clk_out;
			end
			else 
				counter <= counter + 1;
		end
endmodule
```
**./run.sh**
```bash
#!/bin/bash
# OpenROAD 26Q1-2900-gdf79404cd8, Yosys 0.63+post, stock flow scripts
make -C /OpenROAD-flow-scripts/flow DESIGN_CONFIG=/design/flow/config.mk WORK_HOME=/design/flow/orfs finish
```
==> git commit body <==
Update PnR metrics after Yosys + OpenROAD run

- Summed over all failing endpoints, the final setup total negative slack is 0 ps.
* Most numerous logic cell after layout: dfxtp_1
- Worst-case vdd ir drop: 0.000137 V
* Top-level port count: 2
- Dividing the synthesized area by the synthesized cell count gives 9.03 um^2.
* Die outline area: 8840 um^2
- Per the timing report, the biggest fanout along the worst path comes to 2.
- Power density over the cells: 256 nW/um^2
- From synthesis to final layout, the design area changed by 11.8%.
* Share of async-settable or async-resettable flops after synthesis: 0
- RD Place Congestion: 0.852
* GRT Util Overall: 0.0462
* Number of endpoints with negative hold slack in the final report: 0
- Critical path cell sequence: clkdlybuf4s50_1
- The worst setup path is launched from a flip-flop.
* Clock period minus worst slack: 2070 ps
- Reg-to-reg slack, setup: 3100 ps
- At the floorplan stage, the core utilization is reported as 0.213.
- For this design, Yosys synthesis ends with a cell count of 123.
- The core region is 5200 um^2.
- According to the CTS report, the clock sink count is 25.
* Critical path buffers and inverters: 1
- In the final layout, the fill cell count is 579.
- Vias in the first global route: 728
* Site Rows: 26
* CTS Hold Bufs: 0
* Die Wd: about 94 um
- Crit path kind: reg -> out
* Count of final setup violators: 0
* Outcome: finished, final reports clean
* Fraction of layout cells with a size suffix above 1: 0.0556
* CTS tree: done
* Worst rel slew slack: 0.662
- After synthesis the cells add up to 1110 um^2.
- The first routing iteration left roughly 110 violations.
* CP peak stage delay: 460 ps
* IO Port Bufs: 1
* Cell family with the largest share of critical-path delay: buffers and inverters
- Min Hold Slack: 468 ps
* Number of library cell types mapped by synthesis: 30
- For the worst flop-to-flop path, the logic depth is 5.
* Number of antenna violations at the first check in global routing: 0
- Summing over every cut layer, the via total after detailed routing is 838.
- Transition time at the pin with the least slew margin: 503 ps
* Sort of element at the end of the critical path: primary output
- CTS H-tree lvls: 1
- The clock arrives with 5.75 ps of skew.
* Flip-flop and latch area: between 500 and 600 um^2
* Wire length of the first global-routing pass: 3390 um
- Summing all multi-input logic gate instances after layout gives around 560 um^2.
* Max-slew violation count: 0
- Once the clock tree was built, the resizer swapped 0 gates to a different size.
- The data required time reported for the critical path is 4000 ps.
* Max-cap violation count: 0
- The library cells used most frequently in the layout, excluding fill and tap cells, are dfxtp_1, nor2_1, xnor2_1.
- Latency at later pin: 270 ps
- Entering global routing, the biggest net connects 14 pins.
- On the critical path, the stage with the largest delay is an instance of clkdlybuf4s50_1.
- Yosys mapped a number of flops with a built-in enable equal to 1.
- For this run the aggregate overflow at the end of global routing stands at 0.
- The number of antenna diodes in the final layout is 0.
* Most common reg cell: dfxtp_1
- Per the detail_route report, vias per standard cell equal roughly 4.3.
- Synthesis Warnings: 1
- Setup repair after global routing left no endpoint under its margin.
- The tree is rooted in a clkbuf_8.
* Maximum root-to-sink buffer count: 2
* Type of the tightest min-delay check: reg -> reg
- The flow reports an fmax of 0.483 GHz.
- Share of the cycle needed by the critical path after routing: 0.414
- Antenna Nets Post-Route: 0
* Critical path depth: 1
* Instance count along the most critical hold path: 1
* Chip area in the Yosys report: 1110 um^2
- The power report puts the leakage power at 0.407 nW.
* Proportion of synthesized chip area in sequential cells: 0.459
- After clock tree synthesis, the clock-pin slew on the worst setup and hold paths is 90 ps.
* Synthesis-stage register bit count: 25
* Inserted Clock Buffers: 3
* Cell count after synthesis: roughly 120
* Wire length per cell after detailed routing: 10.1 um
* Final Routed Wirelength: just under 2000 um
* Number of OpenROAD warnings: 26
- Vert. Die Dim: 94 um
- The routed layout reports a DRC error count of 0.
* Post-CTS setup buffer count: 0
- Router iterations before antenna repair: 4
- On the critical path the data arrives at 1070 ps.
* Detailed placement HPWL: approximately 1500 um
-- layout make-up --
cell class,count,area share
inverter,7,0.0211
timing repair buffer,2,0.0141
tap,70,0.0705
multi-input combinational,88,0.447
clock buffer,4,0.0363
sequential,25,0.411
-- power by group --
group	total [mW]	switching [mW]	internal, mW
combinational	0.000000179	0	0
clock	0.118	0.0608	0.0569
sequential	0.200	0	0.200
total	0.318	0.0608	0.257
-- registers in the layout, summed over array words and instances (netlist names) --
register and cells:
counter 24, clk_out 1
-- worst paths after layout --
path,startpoint,endpoint
min,counter[0],counter[0]
max,clk_out,clk_out
max reg2reg,counter[0],counter[22]
min reg2reg,counter[0],counter[0]
-- stage by stage --
stage	area (um^2)	util	total power [mW]	std cells	setup slack [ps]
after global routing	1240	0.239	0.329	196	2880
after floorplan	1110	-	0.205	123	3160
final	1240	0.239	0.318	196	2930
after detailed placement	1200	0.230	0.205	192	3130
after global placement	1200	0.230	0.205	192	3160
after CTS	1240	0.239	0.322	196	2910
-- routing by layer --
| metal | track usage | vias up | part of all wire |
|---|---|---|---|
| met5 | 0 | - | 0 |
| met4 | 0.00127 | 0 | 0.0020 |
| met2 | 0.0657 | 10 | 0.41 |
| met1 | 0.0702 | 388 | 0.54 |
| met3 | 0.0145 | 2 | 0.049 |
| li1 | - | 438 | - |
-- kinds of logic (layout without fill, tap and decap cells) --
| family | Yosys count | in the layout | share of synthesized area |
|---|---|---|---|
| flops | 25 | 25 | 0.459 |
| compound gates | 11 | 11 | 0.0619 |
| buf+inv | 10 | 13 | 0.0405 |
| xor+xnor | 16 | 16 | 0.126 |
| fa+ha+maj | 2 | 2 | 0.0225 |
| simple gates | 59 | 59 | 0.289 |
-- Yosys cell counts (2+ instances only) --
library cell,instances,area [um^2]
and2_1,3,18.8
or3_1,2,12.5
o21ai_0,2,10.0
xor2_1,6,52.6
xnor2_1,10,87.6
nand4_1,6,37.5
nand3_1,5,25.0
nor2_1,15,56.3
nor3_1,7,35.0
dfxtp_1,24,480
a21oi_1,5,25.0
nor4_1,3,18.8
nand2_1,8,30.0
inv_1,7,26.3
o41ai_1,2,17.5
and4_1,2,17.5
clkbuf_1,2,7.51
ha_1,2,25.0
Power is estimated from default activity; no workload was simulated.
