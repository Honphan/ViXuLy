[config.mk]
export PLATFORM = sky130hd
export DESIGN_NAME = vendingmachine
export DESIGN_NICKNAME = vendingmachine
export VERILOG_FILES = /design/flow/design.v
export SDC_FILE = /design/flow/constraint.sdc
export NUM_CORES = 4
export LEC_CHECK = 1
export CORE_AREA = 10 10 70 70
export DIE_AREA = 0 0 80 80
[constraint.sdc]
current_design vendingmachine

set clk_period 1.8
set clk_io_pct 0.2

create_clock -name clk0 -period $clk_period [get_ports {clk}]

set non_clock_inputs [all_inputs -no_clocks]
set_input_delay [expr $clk_period * $clk_io_pct] -clock clk0 $non_clock_inputs
set_output_delay [expr $clk_period * $clk_io_pct] -clock clk0 [all_outputs]
[design.v]
module vendingmachine (
	input logic clk,
	input logic reset,
	input logic coin1, coin2,
	output logic dispense, busy
	);
	typedef enum logic [2:0] {S0, S1, S2, S3, S4, S5} statetype;
	statetype state, nextstate;
	always_ff @(posedge clk, negedge reset) begin
		if(!reset) state <= S0;
		else state <= nextstate;
	end
	always_comb begin
		nextstate = state;
		case (state)
		S0: begin
			if (coin1) nextstate = S1;
			else if (coin2) nextstate = S2;
		end
		S1: begin
			if (coin1) nextstate = S2;
			else if (coin2) nextstate = S3;
		end
		S2: begin
			if (coin1) nextstate = S3;
			else if (coin2) nextstate = S4;
		end
		S3: begin
			if (coin1) nextstate = S4;
			else if (coin2) nextstate = S5;
		end
		S4: nextstate = S5;
		S5: nextstate = S0;
		endcase
	end
	always_comb begin
		dispense = 1'b0;
		busy = 1'b1;
		case (state)
		S0: begin
			dispense = 1'b0;
			busy = 1'b0;
		end
		S5: begin
			dispense = 1'b1;
			busy = 1'b1;
		end
		endcase
	end
endmodule
[run.sh]
#!/bin/bash
# OpenROAD 26Q1-2900-gdf79404cd8, Yosys 0.63+post, stock flow scripts
make -C /OpenROAD-flow-scripts/flow DESIGN_CONFIG=/design/flow/config.mk WORK_HOME=/design/flow/orfs finish
==> CHANGELOG.md <==
### Metrics

* Run status: complete, no violations
* Placed inst area at 343 µm²
* Die Y-Extent at 80 µm
* Pre-Place Util at 0.0689
* H-tree depth at 1
* CP top delay family: flip-flops
* Worst vdd ir at 129 µV
* Final Hold Viols at 0
* Number of remaining DRC errors at 0
* CP Data Arrival Time at 1.21 ns
* TNS Setup at 0 ns
* Peak Freq at 637 MHz
* Hold bufs inserted after CTS at 0
* GPL Wtd Cong at 0.693
* Clock Tree Buf Depth at 2
* Aggregate global-route resource usage at 0.0151
* Setup Skew at 0.00786 ns
* WL final at 475 µm
* Switching Fraction at 0.195
* Top cells by area: dfrtp_1 (53%), dfstp_2 (11%), mux2i_1 (8.5%)
* Cell Type Count at 10
* CTS clk-pin slew, worst paths at 0.05 ns
* CP Max Fanout at 4
* Number of global-route vias before repair at 177
* Port Buffers at 5
* Max Slew Vio Count at 0
* Fin crit share at 0.872
* Top-area cell share at 0.532
* Violation tally from detailed-route iteration zero at 9
* Worst Tran Pin Value at 0.278 ns
* Leading area contributor after synthesis: dfrtp_1
* Startpoint types: flop
* YS chip area at 235 µm²
* Top Ports at 6
* Initial antenna violation count at 0
* Net Switching at 0.0000548 W
* Largest net degree at the start of global routing at 9
* Number of cell rows at 21
* R2R Path Start: state[0]$_DFF_PN1_
* Max FFs per register at 6
* YS warnings at 1
* Largest Register: state
* Non-Filler Instances at 74
* Crit path cell chain: inv_1, clkdlybuf4s50_1
* Area Growth Syn to Fin at 56.9%
* First-pass GRT wire length at 814 µm
* Final Instance Area at 369 µm²
* Initial DRT Pass Iterations at 2
* Yosys Instances at 19
* Antenna diodes at 0
* Lkg Pwr at 0.162 nW
* Placed insts at 70
* Power share of the clock group at 0.466
* DIE WIDTH at 80 µm
* Grt ovf at 0
* Clock sink count at 6
* Worst slack, placed at 0.385 ns
* Via count at 181
* Final setup fails at 0
* Clock root buffer: clkbuf_4
* Crit. Startpoint: state[0]$_DFF_PN1_
* CP required at 1.44 ns
* Cell Int Power at 0.000227 W
* Post-cts sizing count at 0
* Vias per cell at 2.45
* Slowest cell on the critical path: dfstp_2
* Seq share, synth at 0.644
* Setup Crit Path Kind: flop to primary output
* Setup slack, reg-to-reg at 1.00 ns
* Max_cap viols at 0
* Die ar. at 0.00640 mm²
* Clk ins delay skew pair at 0.24 ns
* Post-Syn Area per Cell at 12.4 µm²
* Share of cells above drive strength 1 at 0.143
* RSZ-0062 raised after global routing: false
* Ys flops at 6
* Num CTS Buffers at 3
* Hold_ws at 0.348 ns
* Critical Path Max Stage Delay at 0.54 ns
* Core area at 0.00342 mm²
* Wirelength per Cell at 6.42 µm
* Gate power share at 0.053
* Fin worst setup slack at 0.230 ns
* Pwr Density at 763 mW/mm²
* Buf/Inv on CP at 2
* Worst hold path class: input port to async pin
* CTS tree: built
* Min Clock Period, post-route at 1.57 ns
* Setup crit end kind: primary output
* Mapped Area at 235 µm²
* Post-CTS setup buffers at 0
* Reg power frac at 0.481
* Synthesized instance count at 19
* Antenna violation net count after detailed routing at 0
* Top Registers: state (6)
* Tool warnings at 25
* Max-Slew Margin vs Limit at 0.814
cell usage after synthesis:
cell / count
nand2_1: 2
inv_1: 1
dfstp_2: 1
a22o_1: 2
nor2_1: 1
a21o_1: 2
dfrtp_1: 5
nor2b_1: 1
mux2i_1: 2
o21ai_1: 2
stage by stage:
step                      utilization  total power (W)
final                           0.108         0.000282
after detailed placement        0.100         0.000153
after global routing            0.108         0.000303
after CTS                       0.108         0.000290
after floorplan                     -         0.000140
after global placement          0.100         0.000152
cells in the final DEF, fill, tap and decap left out:
| cell type | n |
|---|---|
| a22o_1 | 2 |
| clkbuf_4 | 3 |
| dfstp_2 | 1 |
| inv_1 | 1 |
| nand2_1 | 2 |
| mux2i_1 | 2 |
| clkdlybuf4s50_1 | 5 |
| dfrtp_1 | 5 |
| nor2b_1 | 1 |
| a21o_1 | 2 |
| clkbuf_1 | 1 |
| o21ai_1 | 2 |
| nor2_1 | 1 |
metal layers:
layer  vias up  track usage  share of wire
met5         -            0              0
met4         0      0.00704          0.017
met3         2      0.00795          0.061
met2         7       0.0193           0.45
met1        87       0.0202           0.47
li1         85            -              -
worst paths after layout:
check / end / depth (start not counted)
setup reg to reg: state[2]$_DFF_PN0_ / 2
min in group clk0: state[4]$_DFF_PN0_ / 1
max in group asynchronous: state[0]$_DFF_PN1_ / 1
hold reg to reg: state[4]$_DFF_PN0_ / 1
setup / recovery: busy / 2
hold / removal: state[4]$_DFF_PN0_ / 1
power by group through the flow:
stage	Clock [W]	Combinational [W]	Sequential, W
final	0.000131	0.0000150	0.000135
after global routing	0.000152	0.0000167	0.000135
after CTS	0.000140	0.0000153	0.000135
final cells by class:
class,instances,area (µm²)
clock buffer,4,26.3
fill,400,3050
inverter,1,3.75
multi-input combinational,12,80.1
sequential,6,151
tap,46,57.6
timing repair buffer,5,50.0
kinds of logic (layout without fill, tap and decap cells):
| group | count (synthesis) | after routing | synth area share |
|---|---|---|---|
| AOI/OAI and AO/OA | 6 | 6 | 0.181 |
| buffers and inverters | 1 | 10 | 0.0159 |
| DFF | 6 | 6 | 0.644 |
| muxes | 2 | 2 | 0.0851 |
| and+or+nand+nor | 4 | 4 | 0.0745 |
No activity file was given, so power comes from the tool's default toggle rates.
